==> flow/design.v <==
module stack(clk,
             data_in,
             cmd,
             data_out,
             full,
             empty,
             error,
             );
    input clk;
    input[7:0] data_in;
    input[1:0] cmd;
    output reg[7:0] data_out;
    output reg full;
    output  reg empty;
    output  reg error;
    reg[7:0] RAM[0:7];
    reg[2:0] sp;
    wire[7:0] dout;
    parameter  no_op = 2'b00 ;
    parameter clear  = 2'b01 ;
    parameter push   = 2'b10;
    parameter  pop   = 2'b11 ;
    reg full_c,empty_c,error_c;
    reg[2:0] sp_c;
    reg  pop_s;
    reg  clear_s;
    reg  push_s;
    reg  no_op_s;
    always@(*)
    begin
        case(cmd)
            clear:
            {pop_s,clear_s,push_s,no_op_s} = 4'b0100;
            push:
            {pop_s,clear_s,push_s,no_op_s} = 4'b0010;
            pop:
            {pop_s,clear_s,push_s,no_op_s} = 4'b1000;
            no_op:
            {pop_s,clear_s,push_s,no_op_s} = 4'b0001;
            default:
            {pop_s,clear_s,push_s,no_op_s} = 4'b0001;
        endcase
    end
    always@(posedge clk)
    begin
        {full,empty,error} <= {full_c,empty_c,error_c};
    end
    always@(negedge clk)
    begin
        sp <= sp_c;
    end
    always@(*)
    begin
        if (clear_s)
        begin
            {full_c,empty_c,error_c,sp_c} = {3'b010,3'd0};
        end
        else if (no_op_s)
        begin
            {full_c,empty_c,error_c,sp_c} = {full,empty,error,sp};
        end
        else
        begin
            if (sp == 3'd0) 
            begin
                if (empty)  
                begin
                    case({push_s,pop_s})
                        2'b10: 
                        {full_c,empty_c,error_c,sp_c} = {1'b0,1'b0,1'b0,sp + 3'd1};
                        2'b01: 
                        {full_c,empty_c,error_c,sp_c} = {1'b0,1'b1,1'b1,sp};
                        default:
                        {full_c,empty_c,error_c,sp_c} = {full,empty,error,sp};
                    endcase
                end
                else if(full)
                begin
                    case({push_s,pop_s})
                        2'b10: 
                        {full_c,empty_c,error_c,sp_c} = {1'b1,1'b0,1'b1,sp};
                        2'b01: 
                        {full_c,empty_c,error_c,sp_c} = {1'b0,1'b0,1'b0, 3'd7};
                        default:
                        {full_c,empty_c,error_c,sp_c} = {full,empty,error,sp};
                    endcase
                end
                else
                    {full_c,empty_c,error_c,sp_c} = push_s ? {1'b0,1'b0,1'b0,sp+1} : {1'b0,1'b0,1'b0,3'd7} ;
            end
            else
            begin
                if (pop_s)
                    {full_c,empty_c,error_c,sp_c} = (sp == 3'd1) ? {3'b010,3'd0} : {3'b000,sp - 3'd1} ;
                else if (push_s)
                    {full_c,empty_c,error_c,sp_c} = (sp == 3'd7) ? {3'b100,3'd0} : {3'b000,sp + 3'd1} ;
                else
                    {full_c,empty_c,error_c,sp_c} = {full,empty,error,sp};
            end
        end
    end
    integer i ;
    always@(posedge clk)
    begin
        if (clear_s)
        begin
            for(i = 0 ; i < 8 ; i = i+1)
                RAM[i] <= 8'dx ;
        end
        else
        begin
            if (push_s)
                RAM[sp] <= full ? RAM[sp] : data_in;
            else if (pop_s)
                if(full)
                    RAM[3'd7] <= 8'dx;
                else
                    RAM[sp-3'd1] <= 8'dx;
            else
                RAM[sp] <= RAM[sp];
        end
    end
    assign dout     = RAM[sp];
    assign data_out = dout;
endmodule
==> flow/run.sh <==
#!/bin/bash
# OpenROAD 26Q1-2900-gdf79404cd8, Yosys 0.63+post, stock flow scripts
make -C /OpenROAD-flow-scripts/flow DESIGN_CONFIG=/design/flow/config.mk WORK_HOME=/design/flow/orfs finish
==> flow/config.mk <==
export PLATFORM = sky130hd
export DESIGN_NAME = stack
export DESIGN_NICKNAME = stack
export VERILOG_FILES = /design/flow/design.v
export SDC_FILE = /design/flow/constraint.sdc
export NUM_CORES = 4
export LEC_CHECK = 1
export CORE_UTILIZATION = 50
==> flow/constraint.sdc <==
current_design stack

set clk_period 4.1
set clk_io_pct 0.2

create_clock -name clk0 -period $clk_period [get_ports {clk}]

set non_clock_inputs [all_inputs -no_clocks]
set_input_delay [expr $clk_period * $clk_io_pct] -clock clk0 $non_clock_inputs
set_output_delay [expr $clk_period * $clk_io_pct] -clock clk0 [all_outputs]
==> impl_metrics.tcl <==
# metrics dict for downstream scripts
set metrics [dict create \
    run_status "finished, violations left" \
    violations "negative setup slack" \
    syn_area_um2 3270 \
    yosysSeqAreaShare_pct 62.5 \
    syn_inst 201 \
    hold_viol 0 \
    coreArea_um2 6310 \
    rsz0062_at_grt "yes" \
    cp-start-kind "flop" \
    hold_class "reg -> reg" \
    tritoncts "built" \
    ff_type "edfxtp_1" \
    grt_pass1_wl_um 11400 \
    routed_wl_um 7610 \
    cts_inserted_buffers 9 \
    ys_area_um2 3270 \
    final-comb-area_um2 1350 \
    cts.reportedPaths.clkPinSlew_ns 0.08 \
    rr_worst_depth 10 \
    io_buffers 21 \
    drv_cap 0 \
    die_width_um 82.8 \
    hold_buffers 0 \
    finalSetupViolations 83 \
    yosysTopAreaCell "edfxtp_1" \
    dieHeight_um 82.8 \
    dieArea_um2 6860 \
    worst_pin_slew_ns 0.624 \
    top_cell_area_share_pct 58.9 \
    edf_count 64 \
    p_per_area_nw_per_um2 807 \
    finClkSkew_ns 0.0430 \
    grt_max_degree 19 \
    syn_to_final_growth_pct 42.4 \
    flop_area_um2 2050 \
    synthAdderAreaFrac_pct 1.92 \
    mux_share_pct 18.4 \
    postLayoutCoreUtil_pct 73.7 \
    ys_sh_xor_pct 0.805 \
    diodes 0 \
    firstDrtPassIters 4 \
    syn_avg_cell_area_um2 16.2 \
    dp_hpwl_um 4390 \
    drive_above_1_share_pct 49.8 \
    async_flop_share_pct 0 \
    fp-utilization_pct 51.7 \
    cts.sinks 70 \
    worstSkewPairLatency_ns 0.37 \
    max-clock-path-buffers 2 \
    slew_viol_final 0 \
    synth_cell_types 42 \
    cp.arrival_ns 3.95 \
    fillers 364 \
    warnings 34 \
    grtUsageTotal_pct 24.4 \
    via_per_inst 5.73 \
    finalWorstSetupSlack_ns -0.667 \
    place_congestion 0.887 \
    hold_depth 1 \
    via_count 2098 \
    yosys_cells 201 \
    end_kind "output pin" \
    simple_gate_area_share_pct 6.74 \
    critPathRequiredTime_ns 3.28 \
    p_leak_nw 1.72 \
    yosys-top-cells-area "edfxtp_1 (59%), mux4_2 (9.7%), dfxtp_1 (3.7%)" \
    yosysWarnings 2 \
    root_buffer "clkbuf_8" \
    drt_iter0_markers 88 \
    ir_worst_vdd_v 0.000458 \
    topCombFamilyByArea "multiplexers" \
    drcViolationCount 0 \
    routedWlPerCell_um 20.8 \
    postRouteAntennaNets 0 \
    rows 29 \
    grt_pass1_vias 2143 \
    ys_ff 70 \
    antenna_found_initial 0 \
    hold_ws_ns 0.470 \
    overflow 0 \
    synthAoiAreaFrac_pct 5.98 \
    slew_headroom_pct 58.4 \
    critPathKind "reg -> out" \
    io_pins 22 \
    htree_num_levels 3 \
    crit_fanout 4 \
]
-- final timing paths --
check	from	end	slack, ns
setup / recovery	sp[0]	data_out[5]	-0.67
setup reg to reg	sp[0]	RAM[3][3]	-0.18
hold reg to reg	error	error	0.47
hold / removal	error	error	0.47
-- metal layers --
metal	track usage [%]	share of wire [%]	wire length (um)
met1	37.5	42	3180
met2	34.4	46	3480
met3	13.7	10	788
met4	4.86	2.2	167
met5	0	0	0
-- sequential cells by signal, indices dropped and copies added, names as in the netlist --
signal	flops
RAM	64
empty	1
error	1
full	1
sp	3
-- synthesized netlist by cell type, types with 3 or more instances --
cell type  count
nor2b_1        3
a21oi_1        8
edfxtp_1      64
mux2_2        10
dfxtp_1        6
ha_1           5
nor2_1        14
mux4_2        14
inv_1          6
o21ai_0        6
nand2_1        6
mux2_4         6
mux2i_1        3
clkbuf_1       4
nand2b_1       3
clkbuf_8       3
a311oi_1       3
-- area by class of cell --
type | count | share of cell area, %
timing repair buffer | 83 | 18.6
clock buffer | 9 | 2.66
sequential | 70 | 44.1
tap | 77 | 2.07
clock inverter | 9 | 3.12
inverter | 5 | 0.565
multi-input combinational | 113 | 28.9
-- kinds of logic after synthesis --
kind of cell,after synthesis
AOI/OAI and AO/OA,29
xor gates and xnor gates,3
adders and majority gates,5
buffers and inverters,18
DFF,70
muxes,35
and+or+nand+nor,41
-- worst max-delay path: stages, from the launching register on --
cell and delay, ns:
dfxtp_4 0.41, buf_8 0.12, buf_6 0.11, mux4_2 0.50, mux2_4 0.28, buf_2 0.11
-- power by group --
group          switching [W]  total (W)  internal [W]
logic               0.000828    0.00193       0.00111
clock network       0.000253   0.000719      0.000466
registers          0.0000711    0.00110       0.00103
total                0.00115    0.00375       0.00260
-- per-stage QoR --
step / setup slack, ns / instances / TNS [ns] / total power (W) / cell area, um2
after global placement: -0.626 / 326 / -13.21 / 0.00239 / 3800
after detailed placement: -0.666 / 326 / -12.88 / 0.00242 / 3800
after global routing: -0.736 / 366 / -18.23 / 0.00395 / 4650
after floorplan: -0.0460 / 201 / -0.305 / 0.00187 / 3270
final: -0.667 / 366 / -13.32 / 0.00375 / 4650
after CTS: -0.681 / 354 / -7.46 / 0.00333 / 4250
-- what timing repair did --
action / CTS / global route
gates resized: 49 / 59
setup buffers: 10 / 13
pin swaps: 5 / 10
endpoints found under the setup margin: 106 / 115
gates cloned: 1 / 1
-- cell usage in the layout, fill, tap and decap left out, types with 3 or more instances in the layout --
master / instances
a21oi_1: 6
a311oi_1: 3
buf_12: 6
buf_2: 6
buf_4: 29
buf_6: 25
bufinv_16: 4
clkbuf_8: 9
clkdlybuf4s50_1: 12
dfxtp_1: 4
edfxtp_1: 64
ha_1: 3
inv_1: 7
mux2_2: 3
mux2_4: 13
mux2i_1: 3
mux4_2: 16
nand2_1: 5
nand2b_1: 3
nor2_1: 5
nor2_2: 4
nor2_4: 5
nor2b_1: 3
o21ai_0: 6
Power and IR drop assume default switching activity.
