===== flow/run.sh =====
#!/bin/bash
# OpenROAD 26Q1-2900-gdf79404cd8, Yosys 0.63+post, stock flow scripts
make -C /OpenROAD-flow-scripts/flow DESIGN_CONFIG=/design/flow/config.mk WORK_HOME=/design/flow/orfs finish

===== flow/config.mk =====
export PLATFORM = sky130hd
export DESIGN_NAME = ALU
export DESIGN_NICKNAME = ALU
export VERILOG_FILES = /design/flow/design.v
export SDC_FILE = /design/flow/constraint.sdc
export NUM_CORES = 4
export LEC_CHECK = 1
export CORE_AREA = 10 10 105 105
export DIE_AREA = 0 0 115 115

===== flow/constraint.sdc =====
current_design ALU

set clk_period 11.2
set clk_io_pct 0.2

create_clock -name clk0 -period $clk_period

set non_clock_inputs [all_inputs -no_clocks]
set_input_delay [expr $clk_period * $clk_io_pct] -clock clk0 $non_clock_inputs
set_output_delay [expr $clk_period * $clk_io_pct] -clock clk0 [all_outputs]

===== flow/design.v =====
module ALU(a,b,sel,y,cout);
input[15:0] a;
input[15:0] b;
input[2:0] sel;
output[15:0] y;
output cout;
wire[16:0] y0;  
reg[16:0] y1;  
reg[15:0] y2;  
reg[15:0] y3;  
reg[15:0] y4;  
reg[15:0] y5;  
reg[15:0] y6;  
reg[15:0] y7;  
reg[15:0] y;  
reg cout; 
reg c0 = 1'b0;
reg c1 = 1'b0;
assign y0 = a+b;
assign c0 = y0[16];
assign y1 = a-b;
assign c1 = y1[16];  
assign y2 = (a-b) > 0 ? b : a ;
assign y3 = (a-b) > 0 ? a : b ; 
assign y4 = a & b;
assign y5 = a | b;
assign y6 = a ^ b;
assign y7 = ~( a^b );
always @(*) begin
  case(sel) 
    3'b000 : begin
       y = y0; 
       cout = c0;
    end
    3'b001 : begin
      y = y1;
      cout = c1;
    end
    3'b010 : y = y2;
    3'b011 : y = y3;
    3'b100 : y = y4;
    3'b101 : y = y5;
    3'b110 : y = y6;
    3'b111 : y = y7;
    default : y = 0; 
  endcase
end
endmodule

==> impl_metrics.yaml <==
# flow metrics
floorplanning:
  floorplanUtilization_pct: 33.84
  chip_footprint_um2: 13230
  die_w_um: 115
  core_area_um2: 8763
  boundaryPins: 52
  die_h_um: 115
  std_cell_rows: 34
sta:
  timing.setup.tns_ns: 0
  slew_violations: 0
  max-slew-margin-rel_pct: 47.28
  finalCriticalPeriod_ns: 8.930
  post-route-worst-setup-slack_ns: 2.270
  fmax_achieved_mhz: 112.0
  final_setup_violating_endpoints: 0
  tightestPinTransition_ns: 0.7908
  final_min_period_over_clock_period_pct: 79.74
  grt_setup_unrepaired: "no"
  final-hold-violation-count: 0
synth:
  synth.cells.most_frequent: "sky130_fd_sc_hd__inv_1, sky130_fd_sc_hd__ha_1, sky130_fd_sc_hd__o21ai_0"
  most_common_cell: "sky130_fd_sc_hd__inv_1"
  synth.top_cells.by_area: "sky130_fd_sc_hd__ha_1, sky130_fd_sc_hd__o21ai_0, sky130_fd_sc_hd__a21oi_1, sky130_fd_sc_hd__inv_1, sky130_fd_sc_hd__xnor2_1"
  post_synth_num_cell_types: 53
  syn-instance-count: 446
  top_area_share_pct: 20.25
  synth_stat.cells: 446
  avgSynthCellArea_um2: 6.649
  ys_seq_share_pct: 0
  syn_area_um2: 2965
  yosysWarnings: 11
  yosys_area_um2: 2965
  synth.largest_area_cell: "sky130_fd_sc_hd__ha_1"
drt:
  insertedDiodeCount: 0
  num_vias: 3094
  postRouteWirelength_mm: 8.888
  drt_pass1_iterations: 5
  wire_per_inst_um: 15.30
  drcViolationCount: 0
  antenna_violating_nets_post_route: 0
  post_drt_via_cell_ratio: 5.325
  drt_first_iter_violations: 173
global_route:
  grt_start_max_net_pins: 56
  wire_length_of_the_first_global_routing_pass_mm: 14.90
  combined_global_route_utilization_of_all_metal_layers_pct: 13.32
  number_of_antenna_violations_at_the_first_check_in_global_routing: 0
  overflow: 0
  grt_pass1_vias: 3012
final_layout:
  area_growth_pct: 18.69
  final.clkbuf_count: 0
  ff_latch_area_um2: 0
  finalCoreUtilization_pct: 40.16
  layout.cell_area.non_filler_um2: 3520
  numSequentialCells: 0
  post_route_cells_drive_above_1_share_pct: 2.748
pwr:
  power.share.clock_pct: 0
  max-vdd-ir-drop_mv: 0.02106
  leakage_power_nw: 1.571
  seqPwrFrac_pct: 0
  power_per_cell_area_nw_per_um2: 51.24
  cell_internal_pwr_uw: 85.56
  combPwrFrac_pct: 100.0
  power.switching_uw: 94.79
  switching_share_pct: 52.56
  power.total_uw: 180.4
worst_setup_path:
  startpoint_type: "input port"
  crit_type: "in -> out"
  critPathRequiredTime_ns: 8.96
  critical_path_top_delay_cell: "sky130_fd_sc_hd__xnor2_4"
  path_cells: "clkdlybuf4s50_1 > inv_1 > ha_1 > or3_1 > or3_1 > a311oi_2 > o311a_1 > o211ai_1 > nor4_2 > o2111ai_2 > xnor2_4 > mux2i_1 > mux4_2 > clkdlybuf4s50_1"
  timing.critical_path.slowest_cell_delay_ns: 0.55
  arrival_ns: 6.69
  path_max_fanout: 11
  end_kind: "output port"
placed_design:
  buffer_ports.inserted: 51
  dp_hpwl_mm: 6.893
  placement.cell_area_um2: 3520
  placement.setup.worst_slack_ns: 2.198
  globalplace.congestion: 0.9219
hold_path:
  hold_path.class: "in -> out"
  startpoint_of_the_tightest_hold_check_path: "b[13]"
  worstHoldEndpoint: "y[13]"
  hold_path_depth: 4
job:
  max_cap_viol_count: 0
  stage_log_warning_count: 64
clocking:
  cts_hold_fix_bufs: 0
  cts_post_setup_buffers_inserted: 0
  post_cts.resized_instances: 0
run_status:
  status: "finished clean"
-- worst max-delay path, delay by kind of cell --
kind	cells	cell delay, ns
and+or+nand+nor	3	1.04
buffers and inverters	3	1.01
AOI/OAI and AO/OA	4	0.77
muxes	2	0.63
xor gates and xnor gates	1	0.55
adders and majority gates	1	0.46
-- stage by stage --
stage | instances | hold WS [ns]
floorplan | 446 | 4.575
global placement | 581 | 5.554
detailed placement | 581 | 5.543
CTS | 581 | 5.553
global route | 581 | 5.594
finish | 581 | 5.543
-- how the worst max path moves through the flow --
stage	from	endpoint	slack, ns	cells past startpoint
finish	a[10]	y[0]	2.27	14
global route	a[10]	y[11]	1.92	15
CTS	a[10]	y[14]	2.20	15
-- metal layers --
metal	up-vias	wire (µm)	track usage, %	part of all wire [%]
met4	0	77	1.815	0.87
met1	1410	4139	18.13	47
met5	-	0	0	0
met3	4	389	1.108	4.4
met2	67	4281	22.90	48
li1	1613	-	-	-
-- power groups by stage --
stage	sequential, mW	combinational (mW)	clock (mW)
finish	0	0.180	0
global route	0	0.203	0
CTS	0	0.182	0
-- final cells by class --
cell class,instances,area [µm²]
multi-input combinational,363,2639
tap,108,135.1
timing repair buffer,56,543.0
fill,915,5244
inverter,54,202.7
-- cells by family (layout without fill, tap and decap cells) --
family	count (synthesis)	after routing	share of synthesized area (%)
AND-OR/OR-AND	152	152	32.19
AND/OR/NAND/NOR	101	101	15.70
buffers and inverters	83	110	11.01
adder cells (fa/ha/maj)	50	50	21.60
XOR/XNOR	39	39	12.15
multiplexers	20	20	7.215
other	1	1	0.1265
-- cell usage in the layout, fill, tap and decap left out, types with 3 or more instances in the layout --
cell / count
sky130_fd_sc_hd__o21ai_0: 44
sky130_fd_sc_hd__nor4_1: 3
sky130_fd_sc_hd__xor2_1: 16
sky130_fd_sc_hd__a21oi_1: 41
sky130_fd_sc_hd__o31ai_1: 4
sky130_fd_sc_hd__inv_1: 53
sky130_fd_sc_hd__clkdlybuf4s50_1: 50
sky130_fd_sc_hd__nor3_1: 8
sky130_fd_sc_hd__nor2_1: 30
sky130_fd_sc_hd__o2111ai_1: 3
sky130_fd_sc_hd__nor2b_1: 4
sky130_fd_sc_hd__a211oi_1: 10
sky130_fd_sc_hd__nand2_1: 33
sky130_fd_sc_hd__mux2i_1: 18
sky130_fd_sc_hd__nand2b_1: 9
sky130_fd_sc_hd__xnor2_1: 22
sky130_fd_sc_hd__nand3_1: 6
sky130_fd_sc_hd__buf_4: 5
sky130_fd_sc_hd__o211ai_1: 7
sky130_fd_sc_hd__ha_1: 48
sky130_fd_sc_hd__a22oi_1: 4
sky130_fd_sc_hd__a31oi_1: 4
sky130_fd_sc_hd__o21bai_1: 5
sky130_fd_sc_hd__o22ai_1: 8
Power is estimated from default activity; no workload was simulated.
